$ cat flow/config.mk
export PLATFORM = sky130hd
export DESIGN_NAME = CC
export DESIGN_NICKNAME = CC
export VERILOG_FILES = /design/flow/design.v
export SDC_FILE = /design/flow/constraint.sdc
export NUM_CORES = 4
export LEC_CHECK = 1
export CORE_UTILIZATION = 40
$ cat flow/constraint.sdc
current_design CC

set clk_period 40.4
set clk_io_pct 0.2

create_clock -name clk0 -period $clk_period

set non_clock_inputs [all_inputs -no_clocks]
set_input_delay [expr $clk_period * $clk_io_pct] -clock clk0 $non_clock_inputs
set_output_delay [expr $clk_period * $clk_io_pct] -clock clk0 [all_outputs]
$ cat flow/design.v
module CC(
	in_n0,
	in_n1, 
	in_n2, 
	in_n3, 
	opt,
	out_n
);
input wire signed [3:0] in_n0, in_n1, in_n2, in_n3;
input wire [2:0] opt;
output reg signed [8:0] out_n;
reg signed [5:0] n0, n1, n2, n3;				 
reg signed [8:0] ar_n0, ar_n1, ar_n2, ar_n3;	 
wire signed [3:0] sort_n0, sort_n1, sort_n2, sort_n3;  
wire signed [5:0] rm_n0, rm_n1, rm_n2, rm_n3;	 
Sort sort_0(
	in_n0, in_n1, in_n2, in_n3, 
	sort_n0, sort_n1, sort_n2,sort_n3	
);
Reduce_mean rm_0(
	n0, n1, n2, n3,
	rm_n0, rm_n1, rm_n2, rm_n3
);
always @(*) begin
	case (opt[0])
		1'b0: begin
			n0 <= in_n0;
			n1 <= in_n1;
			n2 <= in_n2;
			n3 <= in_n3;
		end
		1'b1: begin
			n0 <= sort_n0;
			n1 <= sort_n1;
			n2 <= sort_n2;
			n3 <= sort_n3;			
		end
	endcase
	case (opt[1])
		1'b0: begin
			ar_n0 <= n0;
			ar_n1 <= n1;
			ar_n2 <= n2;
			ar_n3 <= n3;	
		end
		1'b1: begin
			ar_n0 <= rm_n0;
			ar_n1 <= rm_n1;
			ar_n2 <= rm_n2;
			ar_n3 <= rm_n3;				
		end
	endcase	
	case (opt[2])
		1'b0: begin
			out_n <= (ar_n3 + ar_n2) * ar_n1;
		end
		1'b1: begin
			out_n <= (2 * ar_n1 * ar_n0) + ar_n3;
		end
	endcase	
end
endmodule
module Reduce_mean (
	n0, n1, n2, n3,
	rm_n0, rm_n1, rm_n2, rm_n3
);
input wire signed [5:0] n0, n1, n2, n3;	 
output reg signed [5:0] rm_n0, rm_n1, rm_n2, rm_n3;
reg signed [5:0] mean;
always @(*) begin
	mean = (n0 + n1 + n2 + n3);
	if (mean >= 0) begin
		mean = mean >>> 2;
	end else begin
		mean = -mean;
		mean = mean >>> 2;
		mean = -mean;
	end
	rm_n0 <= n0 - mean;
	rm_n1 <= n1 - mean;
	rm_n2 <= n2 - mean;
	rm_n3 <= n3 - mean;
end
endmodule
module Sort (
	in_n0, in_n1, in_n2, in_n3, 
	sort_n0, sort_n1, sort_n2, sort_n3	
);
input signed [3:0] in_n0, in_n1, in_n2, in_n3;
output signed [3:0] sort_n0, sort_n1, sort_n2, sort_n3;
wire [1:0] max_idx, min_idx;
wire [3:0] temp_max[0:1], temp_min[0:1], mux_num_out_0[0:2], mux_num_out_1[0:1];
wire [1:0] temp_max_idx[0:1], temp_min_idx[0:1], mux_idx_out_0[0:2], mux_idx_out_1[0:1];
max max_0(in_n0, in_n1, 2'b00, 2'b01, temp_max[0], temp_max_idx[0]);
max max_1(temp_max[0], in_n2, temp_max_idx[0], 2'b10, temp_max[1], temp_max_idx[1]);
max max_2(temp_max[1], in_n3, temp_max_idx[1], 2'b11, sort_n0, max_idx);
min min_0(in_n0, in_n1, 2'b00, 2'b01, temp_min[0], temp_min_idx[0]);
min min_1(temp_min[0], in_n2, temp_min_idx[0], 2'b10, temp_min[1], temp_min_idx[1]);
min min_2(temp_min[1], in_n3, temp_min_idx[1], 2'b11, sort_n3, min_idx);
mux_4_3 mux_4_3_0(
				{in_n0, in_n1, in_n2, in_n3}, 
				{2'b00, 2'b01, 2'b10, 2'b11},
				max_idx, 
				{mux_num_out_0[0], mux_num_out_0[1], mux_num_out_0[2]},
				{mux_idx_out_0[0], mux_idx_out_0[1], mux_idx_out_0[2]}
				); 
mux_3_2 mux_3_2_0(
				{mux_num_out_0[0], mux_num_out_0[1], mux_num_out_0[2]},
				{mux_idx_out_0[0], mux_idx_out_0[1], mux_idx_out_0[2]},
				min_idx, 
				{mux_num_out_1[0], mux_num_out_1[1]},
				{mux_idx_out_1[0], mux_idx_out_1[1]}
				);
compare compare_0(mux_num_out_1[0], mux_num_out_1[1], sort_n1, sort_n2);
endmodule
module mux_4_3 (
		num,
		idx,
		sel_idx,
		num_out,
		idx_out
	);
input wire [15:0] num;
input wire [7:0] idx;
input wire [1:0] sel_idx;
wire [3:0] temp_num [0:3];
wire [1:0] temp_idx [0:3];
output reg [11:0] num_out;  
output reg [5:0] idx_out;  
assign {temp_num[0], temp_num[1], temp_num[2], temp_num[3]} = num;
assign {temp_idx[0], temp_idx[1], temp_idx[2], temp_idx[3]} = idx;
always @(*) begin
	if (sel_idx == temp_idx[0]) begin
		num_out <= {temp_num[1], temp_num[2], temp_num[3]};
		idx_out <= {temp_idx[1], temp_idx[2], temp_idx[3]};
	end else if (sel_idx == temp_idx[1]) begin
		num_out <= {temp_num[0], temp_num[2], temp_num[3]};
		idx_out <= {temp_idx[0], temp_idx[2], temp_idx[3]};
	end else if (sel_idx == temp_idx[2]) begin
		num_out <= {temp_num[0], temp_num[1], temp_num[3]};
		idx_out <= {temp_idx[0], temp_idx[1], temp_idx[3]};
	end else begin
		num_out <= {temp_num[0], temp_num[1], temp_num[2]};
		idx_out <= {temp_idx[0], temp_idx[1], temp_idx[2]};
	end	
end
endmodule
module mux_3_2 (
		num,
		idx,
		sel_idx,
		num_out,
		idx_out
	);
input wire [11:0] num;
input wire [5:0] idx;
input wire [1:0] sel_idx;
wire [3:0] temp_num [0:2];
wire [1:0] temp_idx [0:2];
output reg [7:0] num_out;  
output reg [3:0] idx_out;  
assign {temp_num[0], temp_num[1], temp_num[2]} = num;
assign {temp_idx[0], temp_idx[1], temp_idx[2]} = idx;
always @(*) begin
	if (sel_idx == temp_idx[0]) begin
		num_out <= {temp_num[1], temp_num[2]};
		idx_out <= {temp_idx[1], temp_idx[2]};
	end else if (sel_idx == temp_idx[1]) begin
		num_out <= {temp_num[0], temp_num[2]};
		idx_out <= {temp_idx[0], temp_idx[2]};
	end else begin
		num_out <= {temp_num[0], temp_num[1]};
		idx_out <= {temp_idx[0], temp_idx[1]};
	end	
end
endmodule
module max (
	num_1,
	num_2,
	idx_1,
	idx_2,
	max_num,
	max_idx
	);
input signed [3:0] num_1, num_2;
input wire [1:0] idx_1, idx_2;
output reg signed [3:0] max_num;
output reg [1:0] max_idx;
always @(*) begin
	if (num_1 > num_2) begin
		max_num <= num_1;
		max_idx <= idx_1;
	end else begin
		max_num <= num_2;
		max_idx <= idx_2;	
	end
end
endmodule
module min (
	num_1,
	num_2,
	idx_1,
	idx_2,
	min_num,
	min_idx
	);
input signed [3:0] num_1, num_2;
input wire [1:0] idx_1, idx_2;
output reg signed [3:0] min_num;
output reg [1:0] min_idx;
always @(*) begin
	if (num_1 > num_2) begin
		min_num <= num_2;
		min_idx <= idx_2;
	end else begin
		min_num <= num_1;
		min_idx <= idx_1;	
	end
end
endmodule
module compare (
		num_1,
		num_2,
		max_num,
		min_num
	);
input wire signed [3:0] num_1, num_2;
output reg signed [3:0] max_num, min_num;
always @(*) begin
	if (num_1 > num_2) begin
		max_num <= num_1;
		min_num <= num_2;
	end else begin
		max_num <= num_2;
		min_num <= num_1;
	end
end
endmodule
$ cat flow/run.sh
#!/bin/bash
# OpenROAD 26Q1-2900-gdf79404cd8, Yosys 0.63+post, stock flow scripts
make -C /OpenROAD-flow-scripts/flow DESIGN_CONFIG=/design/flow/config.mk WORK_HOME=/design/flow/orfs finish
==> deck_impl_summary.md <==
Synthesis and Place & Route Summary

Outcome
  – Status: finished clean

Synthesis
  – Synth unique cells: 75
  – Leading area contributor after synthesis: ha_1
  – Top post-synthesis cells by count: inv_1 (101), ha_1 (100), nand2_1 (63)
  – Mapped Cells: 723
  – Top cell area share: 0.222
  – Most frequent cell after synthesis: inv_1
  – YS chip area: 5630 µm²
  – Cell area leaders: ha_1 (22%), fa_1 (16%), xnor2_1 (7.8%), inv_1 (6.7%), nand2_1 (4.2%)
  – Seq share, synth: 0
  – # Cells Yosys: 723
  – Synthesized area per cell: 7.78 µm²
  – Mapped Area: 5630 µm²
  – Warnings, synthesis: 8

GRT
  – Pin count of the biggest net entering global routing: 27
  – Initial antenna violation count: 0
  – Grt ovf: 0
  – GRT Util Overall: 0.217
  – First-pass GRT wire length: 24.4 mm
  – Vias in the first global route: 4722

CTS
  – Cell resize tally after clock tree synthesis: 0
  – CTS Hold Bufs: 0
  – Post-CTS Setup Bufs: 0

Floorplanning
  – Core Footprint: 13500 µm²
  – Die Footprint: 14500 µm²
  – Die X: 121 µm
  – IO Pins: 28
  – # rows: 42
  – Initial Util: 0.417
  – Die height: 121 µm

Cells and area
  – Filler cell count: 1318
  – Layout area overhead: 7.87%
  – Clock buffer cells: 0
  – Flip-flops: 0
  – Storage cell area: 0 µm²
  – Post-route insts no fill: 916
  – Core Util, Final: 0.449
  – Ratio of cells with drive above 1 in the final layout: 0.0581

Final timing
  – RSZ-0062 raised after global routing: no
  – Final Setup Violations: 0
  – Fin Setup TNS: 0 ns
  – Final Hold Vio Count: 0
  – Minimum clock period: 33.45 ns
  – Period utilization: 0.828
  – PnR worst setup slack: 6.95 ns
  – Fmax: 0.0299 GHz
  – Worst slew pin tran: 0.806 ns
  – Final Max Slew Viols: 0
  – Slew HR: 0.461

Route
  – Final WL: 14.6 mm
  – N_diodes: 0
  – Pre-antenna DRT Iters: 4
  – Detailed-route via count: 5045
  – DR iter-0 viols: 287
  – Post-DRT Antenna Nets: 0
  – Post-DR vias/cell: 5.51
  – DRC errors left: 0
  – Wire per inst: 16.0 µm

Run
  – Stage-log warning count: 32
  – Max-cap violations: 0

Placement
  – Post-DP HPWL: 12.6 mm
  – Place WS: 7.11 ns
  – Post-Place Cells: 916
  – Port Buf Inserts: 28
  – Routability cong.: 0.979

Worst setup path
  – Critical Path Most Common Cell: ha_1
  – Crit path to: out_n[8]
  – CP Class: in2out
  – CP endpoint kind: primary output
  – Slowest cell on the critical path: clkdlybuf4s50_1
  – Worst setup SP type: input port
  – CP arrival: 25.37 ns
  – Crit-path max cell delay: 0.67 ns
  – Crit. Startpoint: in_n1[3]
  – CP Max Fanout: 15
  – CP required: 32.32 ns

Min path
  – HP Class: in2out
[placed cells by master (no fill, tap or decap), types with 5 or more instances in the layout]
cell type,synthesis,layout
o211ai_1,10,10
a21oi_1,42,42
inv_1,101,101
a31oi_1,5,5
nor3_1,5,5
nor2b_1,13,13
o21ai_0,32,32
a211o_1,7,7
a21o_1,20,20
xor2_1,14,14
and3_1,11,11
nand2_1,63,63
mux2i_1,10,10
xnor2_1,50,50
ha_1,100,100
nor2_1,61,61
buf_4,0,5
clkdlybuf4s50_1,0,28
mux2_2,14,14
nand2b_1,7,7
nand3_1,13,13
fa_1,44,44
o2111ai_1,5,5
[worst min-delay path by stage]
stage           from  slack, ns       end  depth (start not counted)
CTS           opt[2]      17.40  out_n[8]                          3
global route  opt[2]      17.49  out_n[8]                          3
finish        opt[2]      17.39  out_n[8]                          3
[metal layers]
layer | up-vias | track usage | wire length (µm)
met2 | 116 | 0.329 | 6320
met5 | - | 0 | 0
met4 | 0 | 0.0270 | 167
met3 | 12 | 0.0145 | 651
li1 | 2544 | - | -
met1 | 2373 | 0.351 | 7490
[final cells by class]
class | count | area, µm² | area share
multi-input combinational | 603 | 5140 | 0.847
inverter | 104 | 390 | 0.0643
timing repair buffer | 33 | 318 | 0.0524
tap | 176 | 220 | 0.0363
[through the flow]
stage	instance area (µm²)	hold WS (ns)
after CTS	6070	17.40
after detailed placement	6070	17.40
after global placement	6070	17.39
after global routing	6070	17.49
after floorplan	5630	16.27
final	6070	17.39
[worst max-delay path, delay by kind of cell]
kind / cells / cell delay, ns
fa+ha+maj: 15 / 5.95
compound gates: 21 / 4.64
simple gates: 13 / 2.50
mux: 2 / 0.53
xor+xnor: 6 / 1.35
buf+inv: 10 / 2.30
[kinds of logic after synthesis]
group,Yosys count,synth area share
and+or+nand+nor,197,0.167
muxes,26,0.0523
adders and majority gates,144,0.379
buffers and inverters,120,0.0863
AOI/OAI and AO/OA,171,0.212
xor gates and xnor gates,65,0.104
