==> design/flow/design.v <==
module IMC(
    clk,
    rst_n,
    IN_VALID,
    IN,
    OUT_VALID,
    OUT
    );
input           clk, rst_n, IN_VALID;
input [ 3:0]  IN;
output  reg OUT_VALID;
output  reg [13:0]  OUT;
parameter 
	s_HOLD = 4'b1111,
	s_RN_0 = 4'b0000,
	s_RN_1 = 4'b0001,
	s_RN_2 = 4'b0010,
	s_RN_3 = 4'b0011,
	s_CALC = 4'b0100,
	s_DET_INVALID = 4'b0101,
	s_ON_0 = 4'b0110,
	s_ON_1 = 4'b0111,
	s_ON_2 = 4'b1000,
	s_ON_3 = 4'b1001;
reg [3:0] current_state, next_state;
reg [7:0] a, b, c, d; 
wire [7:0] det;
wire [31:0] e, f, g, h;
assign det = (a*d - b*c);
assign e = d / det;
assign f = -b / det;
assign g = -c / det;
assign h = a / det;
always @(posedge clk) begin
	if(~rst_n) begin
		current_state <= s_RN_0;			
	end else begin
		current_state <= next_state;
	end
end
always @(current_state or rst_n or IN_VALID) begin
	if(~rst_n) begin
		next_state <= s_RN_0;
	end else begin
		case (current_state)
			s_RN_0:				
				if (IN_VALID) begin
					next_state <= s_RN_1;			
				end else begin
					next_state <= s_RN_0;
				end
			s_RN_1:
				next_state <= s_RN_2;
			s_RN_2:
				next_state <= s_RN_3;				
			s_RN_3:
				next_state <= s_CALC;
			s_CALC:				
				if (det == 0) begin
					next_state <= s_DET_INVALID;	
				end else begin
					next_state <= s_ON_0;
				end
			s_DET_INVALID:
				next_state <= s_RN_0;
			s_ON_0:
				next_state <= s_ON_1;
			s_ON_1:
				next_state <= s_ON_2;
			s_ON_2:
				next_state <= s_ON_3;	
			s_ON_3:
				next_state <= s_RN_0;	
			default :  ;
		endcase
	end
end
always @(posedge clk) begin
	OUT_VALID <= 1'b0;
	OUT <= 14'b0;
	case (current_state)
		s_RN_0:			
			a <= {4'b0, IN};
		s_RN_1:
			b <= {4'b0, IN};
		s_RN_2:
			c <= {4'b0, IN};			
		s_RN_3:
			d <= {4'b0, IN};
		s_CALC: begin				
		end
		s_DET_INVALID: begin
		end
		s_ON_0: begin
			OUT_VALID <= 1'b1;
			OUT <= e[13:0];
		end
		s_ON_1: begin
			OUT_VALID <= 1'b1;
			OUT <= f[13:0];				
		end				
		s_ON_2: begin
			OUT_VALID <= 1'b1;				
			OUT <= g[13:0];
		end				
		s_ON_3: begin
			OUT_VALID <= 1'b1;	
			OUT <= h[13:0];
		end
		default: begin  
			OUT_VALID <= 1'b0;
			OUT <= 0;
		end
	endcase
end
endmodule
==> design/flow/run.sh <==
#!/bin/bash
# OpenROAD 26Q1-2900-gdf79404cd8, Yosys 0.63+post, stock flow scripts
make -C /OpenROAD-flow-scripts/flow DESIGN_CONFIG=/design/flow/config.mk WORK_HOME=/design/flow/orfs finish
==> design/flow/config.mk <==
export PLATFORM = sky130hd
export DESIGN_NAME = IMC
export DESIGN_NICKNAME = IMC
export VERILOG_FILES = /design/flow/design.v
export SDC_FILE = /design/flow/constraint.sdc
export NUM_CORES = 4
export LEC_CHECK = 1
export CORE_UTILIZATION = 40
==> design/flow/constraint.sdc <==
current_design IMC

set clk_period 81.9
set clk_io_pct 0.2

create_clock -name clk0 -period $clk_period [get_ports {clk}]

set non_clock_inputs [all_inputs -no_clocks]
set_input_delay [expr $clk_period * $clk_io_pct] -clock clk0 $non_clock_inputs
set_output_delay [expr $clk_period * $clk_io_pct] -clock clk0 [all_outputs]
==> impl_metrics.json <==
{
  "outcome": "complete, no violations",
  "worstReg2RegStart": "d[2]",
  "drive_gt1_frac": 0.236,
  "synthCells": 3003,
  "ys_async_sr_fraction": 0,
  "ys_sh_simple": 0.326,
  "final_util": 0.508,
  "setup.worst_path.start": "d[2]",
  "final_common_cell": "buf_4",
  "hold_class": "reg2reg",
  "cpLargestDelayFamily": "AND-OR/OR-AND gates",
  "synth_cell_type_count": 122,
  "logic_area_sq_um": 20800,
  "untimed_endpoints": 4,
  "r2r_setup_slack_ns": 4.42,
  "cts_buffers": 5,
  "adder_share": 0.168,
  "antenna-diode-count": 0,
  "ff2ff_path_depth": 436,
  "yosys-stat-area_sq_um": 21000,
  "cpPeakStageDelay_ns": 0.63,
  "die-area_sq_um": 53400,
  "yosysTopAreaCell": "ha_1",
  "grt_pass1_vias": 21379,
  "criticalPathCategory": "reg2reg",
  "syn_area_sq_um": 21000,
  "antenna_found_initial": 2,
  "ant_nets": 0,
  "post-route-min-period_ns": 77.48,
  "endpoint": "OUT[0]",
  "vias": 23812,
  "areaGrowthSynthToFinish_pct": 24.8,
  "first_pass_iters": 7,
  "critPathLaunchType": "flop",
  "avgRoutedWirePerCell_um": 17.2,
  "synth-xor-area-share": 0.0681,
  "required_ns": 82.05,
  "tritoncts": "built",
  "postCtsHoldBufs": 0,
  "port_buffers": 21,
  "gr-max-usage-layer": "met2",
  "tightest_slew_ns": 1.02,
  "final.setup.tns_ns": 0,
  "dp_hpwl_um": 54000,
  "rows": 83,
  "unclocked_regs": 4,
  "clkSlewWorstSetupHoldPaths_ns": 0.06,
  "drt-total-wl_um": 69000,
  "dieHeight_um": 231,
  "grtUsageTotal": 0.250,
  "cpMostUsedCell": "o21a_1",
  "clock.fmax_mhz": 12.9,
  "fillers": 4754,
  "warning_count": 26,
  "io_pins": 22,
  "grt_max_degree": 35,
  "insertion_delay_ns": 0.28,
  "hp-start": "current_state[1]",
  "setup_viol": 0,
  "ys_cells": 3003,
  "regArea_sq_um": 921,
  "cp.depth": 436,
  "period_used_share": 0.946,
  "use_met3": 0.0129,
  "final_hold_viol_count": 0,
  "clock_skew_ns": 0.00604,
  "synth_area_per_cell_sq_um": 7.00,
  "topCombFamilyByArea": "simple AND/OR/NAND/NOR gates",
  "reg2reg_to": "OUT[0]",
  "flop_cell": "dfxtp_1",
  "core_area_sq_um": 51600,
  "max-cap-violations": 0,
  "cts_max_level": 2,
  "endpoint_kind": "flop",
  "slew_headroom": 0.315,
  "slew_violations": 0,
  "yosysWarnings": 1,
  "gr-total-overflow": 0,
  "most-common-layout-cells": "buf_4 (353), nand2_1 (286), nor2_1 (244)",
  "cp_num_buf_inv": 29,
  "initialDrtViolationCount": 1485,
  "ys_sh_aoi": 0.320,
  "enable_flop_cells": 16,
  "topCellsByArea": "ha_1 (15%), nand2_1 (5.4%), o21a_1 (5.4%), nor2_1 (5.1%), nor3_1 (4.6%)",
  "ys.flops": 39,
  "mux_share": 0.0362,
  "crit_arrival_ns": 77.63,
  "critPathMaxFanout": 9,
  "cts_buffer_depth": 2,
  "drc": 0,
  "grt.met1_usage": 0.365,
  "viasPerCell": 5.94,
  "grt_util_met2": 0.415,
  "grt_first_pass_wirelength_um": 110000,
  "die_w_um": 231,
  "root_buffer": "clkbuf_16",
  "top_cell_area_share": 0.149,
  "fp_util": 0.407,
  "cpMaxStageDelayCell": "or4b_2",
  "gp_congestion": 0.980
}
flip-flops by register name, summed over array words and instances (netlist names):
register,count
OUT,14
a,4
b,4
c,4
current_state,4
d,4
next_state,4
OUT_VALID,1
metrics by stage:
stage | worst slack [ns] | hold WS, ns | cell area, sq um | cells
2_1_floorplan | 0.00343 | 0.889 | 21300 | 3003
3_3_place_gp | -1.30 | 0.930 | 23600 | 3843
3_5_place_dp | -2.29 | 0.955 | 23600 | 3843
4_1_cts | 0.00448 | 0.959 | 24100 | 3871
5_1_grt | -0.665 | 1.03 | 26200 | 4006
6_report | 4.42 | 0.964 | 26200 | 4006
Yosys cell counts (33+ instances only):
master    count
o31ai_1      84
or3_1        48
o211ai_1     39
and3_1       34
o21a_1      150
xnor2_1      99
nor2b_1      36
and2_1       57
nand3_1      59
nor2_1      287
nand4_1      48
nand2_1     303
nor3_1      192
mux2_2       33
o21ai_1      34
mux2i_1      34
a21oi_1     172
ha_1        250
inv_1       131
o21ai_0     114
clkbuf_1     38
a21o_1       48
a31oi_1      33
xor2_1       58
or2_2        38
nor4_1       37
nand2b_1     51
how the worst min path moves through the flow:
stage / to / cells past startpoint
final: c[0] / 1
after global routing: c[0] / 1
after CTS: c[0] / 1
layout make-up:
class	instances	area share
inverters	134	0.0194
flip-flops and latches	39	0.0351
clock inverters	3	0.00181
clock buffers	5	0.00477
well taps	680	0.0324
multi-input cells	2762	0.793
repair buffers	383	0.113
timing repair:
item | 4_1_cts | 5_1_grt
gates resized | 37 | 282
setup buffers | 20 | 134
setup endpoints to repair | 2 | 3
pin swaps | 18 | 184
gates cloned | 0 | 1
logic make-up after synthesis:
family                     after synthesis
latches                                  4
DFF                                     35
xor gates and xnor gates               160
and+or+nand+nor                       1312
muxes                                   71
buffers and inverters                  202
adders and majority gates              271
AOI/OAI and AO/OA                      948
metal layers:
metal | part of all wire | vias up | wire (um)
met5 | 0.00016 | - | 11
met3 | 0.040 | 70 | 2780
met1 | 0.49 | 11150 | 33800
met2 | 0.45 | 507 | 31300
li1 | - | 12083 | -
met4 | 0.015 | 2 | 1040
