$ cat flow/design.v
module CNC(
    clk,
    rst_n,
    IN_VALID,
    MODE,
    IN,
    OUT_VALID,
    OUT
    );
input           clk, rst_n, IN_VALID;
input   [ 1:0]  MODE;
input   [ 7:0]  IN;
output          OUT_VALID;
output  [16:0]  OUT;
parameter s_idle = 3'd0; 
parameter s_input = 3'd1;
parameter s_add = 3'd2;
parameter s_sub = 3'd3;
parameter s_mul = 3'd4;
parameter s_output = 3'd6; 
reg        OUT_VALID;
reg [16:0] OUT;
reg [2:0] current_state, next_state;
reg [1:0] cnt;
reg [1:0] MODE_r;
reg signed  [7:0] A, B, C, D;
reg signed [16:0] E, F;
wire       [16:0] ACC_OUT;
reg signed  [8:0] ACC_A, ACC_B;
reg signed [15:0] ACC_C;
always @(posedge clk) begin
    if(!rst_n)
        current_state <= s_idle;
    else
        current_state <= next_state;
end
always @(*) begin
    case(current_state)
    s_idle: if(IN_VALID) next_state = s_input;
            else         next_state = s_idle;
    s_input: if(cnt==2'd2)
                 case(MODE_r)
                 2'd0: next_state = s_add;
                 2'd1: next_state = s_sub;
                 2'd2: next_state = s_mul;
                 default: next_state = s_input;
                 endcase
             else
                 next_state = s_input;
    s_add:   if(cnt==2'd1) next_state = s_output;
             else next_state = s_add;
    s_sub:   if(cnt==2'd1) next_state = s_output;
             else next_state = s_sub;
    s_mul:   if(cnt==2'd3) next_state = s_output;
             else next_state = s_mul;
    s_output: if(cnt==2'd1) next_state = s_idle;
             else next_state = s_output; 
    default: next_state = current_state;
    endcase
end
always @(posedge clk) begin
    if(!rst_n)
        cnt <= 2'b0;
    else
    case(current_state)
    s_idle: cnt <= 2'b0;
    s_input: if(cnt==2'd2) cnt <= 2'b0;
             else cnt <= cnt+1'b1;
    s_add:   if(cnt==2'd1) cnt <= 2'b0;
             else cnt <= cnt+1'b1;
    s_sub:   if(cnt==2'd1) cnt <= 2'b0;
             else cnt <= cnt+1'b1;
    s_mul:   if(cnt==2'd3) cnt <= 2'b0;
             else cnt <= cnt+1'b1;
    s_output: if(cnt==2'd1) cnt <= 2'b0;
             else cnt <= cnt+1'b1;
    default: cnt <= cnt;
    endcase
end
always @(posedge clk) begin
    if(!rst_n)
        MODE_r <= 2'b0;
    else
    case(current_state)
    s_idle: if(IN_VALID) MODE_r <= MODE;
    default: MODE_r <= MODE_r;
    endcase
end
always @(posedge clk) begin
    if(!rst_n)
        A <= 8'b0;
    else
    case(current_state)
    s_idle: if(IN_VALID) A <= IN;
    default: A <= A;
    endcase
end
assign ACC_OUT = ACC_C + ACC_A * ACC_B;
always @(*) begin
    case(current_state)
    s_add: if(cnt==2'b0) ACC_C = A; else ACC_C = B;
    s_sub: ;
    s_mul: ;
    default: ACC_C = 8'b0;
    endcase
end
always @(*) begin
    case(current_state)
    s_add: if(cnt==2'b0) ACC_A = C; else ACC_A = D;
    s_sub: ;
    s_mul: ;
    default: ACC_A = 8'b0;
    endcase
end
always @(*) begin
    case(current_state)
    s_add: ACC_B = 8'b1;
    s_sub: ;
    s_mul: ;
    default: ACC_B = 8'b0;
    endcase
end
always @(posedge clk) begin
    if(!rst_n)
        E <= 17'b0;
    else
    case(current_state)
    s_add: if(cnt==2'b0) E <= ACC_OUT; else E <= E;
    s_sub: ;
    s_mul: ;
    default: E <= E;
    endcase
end
always @(posedge clk) begin
    if(!rst_n)
        F <= 17'b0;
    else
    case(current_state)
    s_add: if(cnt==2'b1) F <= ACC_OUT; else F <= F;
    s_sub: ;
    s_mul: ;
    default: F <= F;
    endcase
end
always @(posedge clk) begin
    if(!rst_n)
        OUT_VALID <= 1'b0;
    else
    case(current_state)
    s_output: OUT_VALID <= 1'b1;
    default: OUT_VALID <= 1'b0;
    endcase
end
always @(posedge clk) begin
    if(!rst_n)
        OUT <= 17'b0;
    else
    case(current_state)
    s_output: if(cnt==2'b00) OUT <= E; else OUT <= F;
    default: OUT <= 17'b0;
    endcase
end
endmodule
$ cat flow/run.sh
#!/bin/bash
# OpenROAD 26Q1-2900-gdf79404cd8, Yosys 0.63+post, stock flow scripts
make -C /OpenROAD-flow-scripts/flow DESIGN_CONFIG=/design/flow/config.mk WORK_HOME=/design/flow/orfs finish
$ cat flow/config.mk
export PLATFORM = sky130hd
export DESIGN_NAME = CNC
export DESIGN_NICKNAME = CNC
export VERILOG_FILES = /design/flow/design.v
export SDC_FILE = /design/flow/constraint.sdc
export NUM_CORES = 4
export LEC_CHECK = 1
export CORE_AREA = 10 10 111 111
export DIE_AREA = 0 0 121 121
$ cat flow/constraint.sdc
current_design CNC

set clk_period 2.2
set clk_io_pct 0.2

create_clock -name clk0 -period $clk_period [get_ports {clk}]

set non_clock_inputs [all_inputs -no_clocks]
set_input_delay [expr $clk_period * $clk_io_pct] -clock clk0 $non_clock_inputs
set_output_delay [expr $clk_period * $clk_io_pct] -clock clk0 [all_outputs]
==> results_slide.txt <==
Run Summary

Run status
  • Run status: complete, no violations

Critical path
  • Critical R2R Launch: cnt[1]
  • Worst-case reg-to-reg path depth: 5
  • Slowest-stage cell, CP: clkdlybuf4s50_1
  • Required time worst endpoint: 1.76 ns
  • Crit path depth: 1
  • R2r setup slk: 0.58 ns
  • Setup Crit Path Kind: flip-flop to output port
  • CP arrival: 1.31 ns
  • WP buf/inv: 1
  • Top delay family on crit path: buffers and inverters
  • CP Max Fanout: 10
  • Crit path cell chain: clkdlybuf4s50_1
  • Worst Setup Start Kind: flip-flop
  • Critical Path Max Stage Delay: 0.53 ns
  • CP startpoint: OUT[15]
  • Crit end category: output port
  • Capture point of the worst path: OUT[13]
  • Worst reg2reg endpoint: F[15]

Yosys
  • Area share, top type: 44.1%
  • Yosys stat cell total: 222
  • Avg Cell Area, Syn: 8.79 um^2
  • Yosys stat area: 0.00195 mm^2
  • Synth Instances: 222
  • Yosys cell types: 28
  • #FFs+latches synth: 51
  • Leading area contributor after synthesis: dfxtp_1
  • Ys Warns: 25
  • Biggest area cells: dfxtp_1 44%, nand2_1 8.1%, a21oi_1 8.0%, dlxtn_1 6.2%, ha_1 5.8%
  • Area of the mapped netlist: 0.00195 mm^2

Placed design
  • Post-DP HPWL: 3050 um
  • Final Wtd Congestion: 0.753
  • Inst Count DP: 368
  • PortBufs: 30

CTS
  • CTS Buffer Depth: 2
  • CTS hold repair buffers: 0
  • Setup Fix Bufs, Post-CTS: 0
  • Clock latency (worst-skew pair): 0.29 ns
  • CTS Root Cell: clkbuf_8
  • CTS-repair resized insts: 0
  • Clk slew on worst S/H paths: 0.09 ns
  • CTS tree: done
  • Num CTS Buffers: 5
  • H-tree Lvls: 2

Detailed routing
  • DRT antenna net count: 0
  • ANT cells: 0
  • Drc violations: 0
  • Via/cell ratio: 3.85
  • Vias: 1,449
  • DRT iter0 DRCs: 114
  • Routed WL per cell: 10.9 um
  • Routed WL: 4090 um
  • Drt pass-1 iters: 5

Final timing
  • Post-layout min period: 1.75 ns
  • Final hold violations: 0
  • Rel. slew slack: 67.4%
  • RSZ-0062 raised after global routing: false
  • Register pins left without a clock: 8
  • Skew final: 0.00679 ns
  • Fin crit share: 79.6%
  • Max Fclk: 0.571 GHz
  • Measured slew at the worst slew-check pin: 0.489 ns
  • Slew Viols, Final: 0
  • Setup TNS: 0 ns
  • Final setup vio count: 0
  • Fin Hold WS: 0.455 ns
  • Endpoints left unconstrained: 8

Min path
  • Worst hold start: A[5]
  • Hold WC Path Type: flip-flop to flip-flop

GRT
  • Initial antenna violation count: 0
  • Largest net degree at the start of global routing: 21
  • Total grt overflow: 0
  • Overall routing resource usage: 5.59%
  • Vias in the first global route: 1,364
  • First-pass GRT wire length: 6870 um

Power
  • Pleak: 0.902 nW
  • Cell Pwr Density: 672 mW/mm^2
  • VDD IR max: 0.000282 V

Floorplanning
  • Die Wd: 121 um
  • Initial Utilization: 19.8%
  • IO Count: 31
  • Die y size: 121 um
  • Rows: 36
  • Core area: 0.00986 mm^2
  • Die area: 0.0146 mm^2

Job
  • Tool Warnings: 32
  • Max-capacitance violation count: 0

Layout
  • Top cells excl fill/tap: 43 x dfxtp_1, 42 x nand2_1, 31 x a21oi_1
  • Synth-to-layout area growth: 25.4%
  • Layout cells sized above 1: 6.17%
  • Non-filler instance count after layout: 376
  • Top cell excl fill/tap: dfxtp_1
[cell usage after synthesis]
master / instances
and2_1: 9
o21ai_0: 2
nor3_1: 1
ha_1: 9
nand2_1: 42
o2bb2ai_1: 1
a22o_1: 1
a32oi_1: 2
buf_1: 2
mux2i_1: 8
clkbuf_1: 4
inv_2: 1
a222oi_1: 1
dfxtp_1: 43
dlxtn_1: 8
inv_1: 7
a22oi_1: 1
o211ai_1: 1
nor4b_4: 1
a21oi_1: 31
nand3_1: 17
a221o_1: 1
or3_4: 1
nand2b_1: 1
or2_2: 1
nor2_1: 12
buf_2: 5
buf_4: 9
[final cells by class]
cell class	count	area [um^2]
clock buffers	6	82.6
inverters	8	30.0
multi-input cells	143	825
flip-flops and latches	51	981
clock inverters	2	38.8
well taps	133	166
fillers	1029	7420
repair buffers	33	323
[how the worst min path moves through the flow]
stage     endpoint  slack [ns]  cells after the start
5_1_grt       E[4]        0.47                      2
6_report      A[5]        0.46                      2
4_1_cts       A[0]        0.46                      2
[tightest hold or removal path, delay by kind of cell (launching register included)]
kind | cells | cell delay (ns)
simple gates | 1 | 0.05
flops | 1 | 0.31
compound gates | 1 | 0.05
[logic make-up (layout without fill, tap and decap cells)]
kind of cell / Yosys count / in the layout / synth area share (%)
muxes: 8 / 8 / 4.11
adders and majority gates: 9 / 9 / 5.77
latches: 8 / 8 / 6.16
buffers and inverters: 28 / 49 / 7.44
and+or+nand+nor: 85 / 85 / 20.3
AOI/OAI and AO/OA: 41 / 41 / 12.1
DFF: 43 / 43 / 44.1
[per-stage QoR]
step / util (%) / cell area [um^2] / power [W] / setup WS (ns)
after floorplan: - / 1950 / 0.000956 / 0.865
after global routing: 24.8 / 2450 / 0.00171 / 0.361
after global placement: 23.6 / 2320 / 0.00101 / 0.556
after detailed placement: 23.6 / 2320 / 0.00102 / 0.544
final: 24.8 / 2450 / 0.00164 / 0.449
after CTS: 24.8 / 2450 / 0.00166 / 0.406
[state kept, by name, indices dropped and copies added, names as in the netlist]
signal,flops
current_state,6
E,8
cnt,2
A,8
OUT_VALID,1
F,8
OUT,8
ACC_C,8
MODE_r,2
[report_power, final]
group	switching (W)	total (W)	internal, W	leakage, nW
clock	0.000274	0.000647	0.000373	0.0618
combinational	0.000104	0.000181	0.0000775	0.431
sequential	0.0000188	0.000816	0.000797	0.410
[metal layers]
layer / vias to the layer above / track usage, % / routed length [um]
li1: 768 / - / -
met1: 653 / 8.02 / 2000
met2: 24 / 8.23 / 1780
met3: 4 / 1.79 / 254
met4: 0 / 0.830 / 57
met5: - / 0 / 0
No activity file was given, so power comes from the tool's default toggle rates.
